<file path="design/flow/design.v">
`timescale 1ns / 1ps
module DifficultySelector(
	 input Clock,
    input [3:0] ScoreThousands,
	 input [3:0] ScoreHundreds,
	 input [3:0] ScoreTens,
	 input [3:0] ScoreOnes,
    input [7:0] Switches,
	 output [3:0] Difficulty,
	 output [7:0] Leds
    );
	 parameter Score8Thresh = 70;
	 parameter Score7Thresh = 60;
	 parameter Score6Thresh = 50;
	 parameter Score5Thresh = 40;
	 parameter Score4Thresh = 30;
	 parameter Score3Thresh = 20;
	 parameter Score2Thresh = 10;
	 reg	[31:0] totalScore;
	 reg	[3:0] diffReg;
	 reg	[7:0] ledsReg;
	 always @(Clock)
	 begin
		 totalScore = ScoreThousands * 1000 + ScoreHundreds * 100 + ScoreTens * 10 + ScoreOnes;
		 if( Switches[7] == 1 || totalScore >= Score8Thresh )
		 begin
			diffReg = 8;
			ledsReg = 8'b10000000;
		 end
		 else if( Switches[6] == 1 || totalScore >= Score7Thresh )
		 begin
			diffReg = 7;
			ledsReg = 8'b01000000;
		 end
		 else if( Switches[5] == 1 || totalScore >= Score6Thresh )
		 begin
			diffReg = 6;
			ledsReg = 8'b00100000;
		 end
		 else if( Switches[4] == 1 || totalScore >= Score5Thresh )
		 begin
			diffReg = 5;
			ledsReg = 8'b00010000;
		 end
		 else if( Switches[3] == 1 || totalScore >= Score4Thresh )
		 begin
			diffReg = 4;
			ledsReg = 8'b00001000;
		 end
		 else if( Switches[2] == 1 || totalScore >= Score3Thresh )
		 begin
			diffReg = 3;
			ledsReg = 8'b00000100;
		 end
		 else if( Switches[1] == 1 || totalScore >= Score2Thresh )
		 begin
			diffReg = 2;
			ledsReg = 8'b00000010;
		 end
		 else
		 begin
			diffReg = 1;
			ledsReg = 8'b00000001;
		 end
	 end
	 assign Difficulty = diffReg;
	 assign Leds = ledsReg;
endmodule
</file>
<file path="design/flow/run.sh">
#!/bin/bash
# OpenROAD 26Q1-2900-gdf79404cd8, Yosys 0.63+post, stock flow scripts
make -C /OpenROAD-flow-scripts/flow DESIGN_CONFIG=/design/flow/config.mk WORK_HOME=/design/flow/orfs finish
</file>
<file path="design/flow/config.mk">
export PLATFORM = sky130hd
export DESIGN_NAME = DifficultySelector
export DESIGN_NICKNAME = DifficultySelector
export VERILOG_FILES = /design/flow/design.v
export SDC_FILE = /design/flow/constraint.sdc
export NUM_CORES = 4
export LEC_CHECK = 1
export CORE_AREA = 10 10 108 108
export DIE_AREA = 0 0 118 118
</file>
<file path="design/flow/constraint.sdc">
current_design DifficultySelector

set clk_period 12.9
set clk_io_pct 0.2

create_clock -name clk0 -period $clk_period

set non_clock_inputs [all_inputs -no_clocks]
set_input_delay [expr $clk_period * $clk_io_pct] -clock clk0 $non_clock_inputs
set_output_delay [expr $clk_period * $clk_io_pct] -clock clk0 [all_outputs]
</file>
==> Changelog: implementation <==
## Implementation

- Status: finished, final reports clean
- Area leader share: 0.313
- Cells after DPL: 394
- Fmax: 89.4 MHz
- RePlAce Congestion: 0.819
- Critical path endpoint category: output pin
- Tool warnings: 41
- First-pass GRT wire length: 7.21 mm
- Library cells used by synthesis: 47
- Port bufs: 34
- DRC viols: 0
- Initial antenna violation count: 0
- Core Util at FP: 0.216
- Slowest stage cell on the critical path: fa_1
- Final Hold Fails: 0
- IO Count: 37
- Rows: 35
- PwrDens: 148 nW/um^2
- Vias: 1698
- Critical Path Max Stage Delay: 0.65 ns
- Yosys stat area: 2000 sq um
- Mapped Cells: 237
- CP Cell Sequence: clkdlybuf4s50_1 -> fa_1 -> inv_1 -> fa_1 -> inv_1 -> ha_1 -> a21o_1 -> a21oi_1 -> xor2_1 -> ha_1 -> ha_1 -> ha_1 -> a21o_1 -> and2_1 -> or2_2 -> o21a_1 -> mux2i_1 -> nand4_1 -> nor4b_2 -> clkdlybuf4s50_1
- Worst setup endpoint: Leds[1]
- Hold depth: 5
- Crit Path Class: input pin to output pin
- Top cells excl fill/tap: ha_1 (50), clkdlybuf4s50_1 (34), inv_1 (29)
- Leading area contributor after synthesis: ha_1
- Die span in y: 118 um
- Yosys cell count: 237
- CP Data Required Time: 10.32 ns
- CP Launch Point: ScoreThousands[2]
- Area grow syn2layout: 22.9%
- Die area: 13900 sq um
- Vias per std cell: 4.31
- Core area: 9280 sq um
- Flop count: 0
- Crit Path Max Fanout: 12
- Sequential cell area: 0 sq um
- Crit path time final: 11.19 ns
- Fin Hold WS: 6.22 ns
- Post-cts sizing count: 0
- Final Setup Violations: 0
- Die X-Extent: 118 um
- Syn Area/Cell: 8.45 sq um
- Sum of negative setup slack: 0 ns
- # hold bufs at CTS: 0
- Peak supply drop: 0.0682 mV
- Crit path DAT: 8.61 ns
- Slew @ Worst Pin: 0.539 ns
- Startpoint types: input pin
- Synthesized area: 2000 sq um
- Tot GR Track Use: 0.0587
- RSZ-0062 raised after global routing: no
- Max-slew violation count: 0
- Final period utilization: 0.867
- DR pass1 iterations: 4
- Top logic cell by instance count in the layout: ha_1
- Initial DRC Count: 57
- GRT overflow: 0
- Worst min-delay path class: input pin to output pin
- Static Leak: 1.15 nW
- Worst rel slew slack: 0.638
- Final antenna-violating net count: 0
- Synth warnings: 1
- ANT cells: 0
- CLK BUF: 0
- Largest net degree at the start of global routing: 13
- Routed WL per cell: 10.5 um
- Post-synth seq share: 0
- Fin cells: 394
- Routed wire length: 4.15 mm
- Number of max-cap violations: 0
- HPWL after DPL: 3.74 mm
- Layout cell share with drive strength beyond 1: 0.0415
- Largest cells by area: ha_1 (31%), fa_1 (17%), inv_1 (5.4%)
- Most frequent CP cell: ha_1
- Fillers: 1017
- Vias in the first global route: 1588
- Post-CTS Setup Bufs: 0
layer usage:
layer | track usage | up-vias | routed length [um]
met5 | 0 | - | 0
met4 | 0 | 0 | 0
met3 | 0.0214 | 0 | 398
li1 | - | 899 | -
met1 | 0.0892 | 759 | 2170
met2 | 0.0815 | 40 | 1580
report_power, final:
| part | leakage [nW] | switching, mW | internal (mW) |
|---|---|---|---|
| clock network | 0 | 0 | 0 |
| logic | 1.15 | 0.210 | 0.155 |
| registers | 0 | 0 | 0 |
| total | 1.15 | 0.210 | 0.155 |
cells by family after synthesis:
kind of cell	count (synthesis)	synth area share
AOI/OAI and AO/OA	48	0.172
xor gates and xnor gates	13	0.0569
adders and majority gates	67	0.483
buffers and inverters	35	0.0762
muxes	3	0.0150
and+or+nand+nor	71	0.197
layout make-up:
cell class | count | area (sq um) | share of cell area
multi-input cells | 202 | 1850 | 0.752
inverters | 29 | 109 | 0.0443
well taps | 129 | 161 | 0.0656
repair buffers | 34 | 340 | 0.138
critical path, delay by kind of cell:
family	cells	cell delay (ns)
adders and majority gates	6	2.41
xor gates and xnor gates	1	0.18
AOI/OAI and AO/OA	4	0.77
and+or+nand+nor	4	1.31
muxes	1	0.12
buffers and inverters	4	1.22
metrics by stage:
| stage | cell area, sq um | total power, mW | util | setup WS, ns |
|---|---|---|---|---|
| 3_5_place_dp | 2460 | 0.364 | 0.265 | 1.72 |
| 5_1_grt | 2460 | 0.418 | 0.265 | 1.30 |
| 6_report | 2460 | 0.365 | 0.265 | 1.71 |
| 2_1_floorplan | 2000 | 0.308 | - | 3.46 |
| 4_1_cts | 2460 | 0.367 | 0.265 | 1.67 |
| 3_3_place_gp | 2460 | 0.360 | 0.265 | 1.69 |
worst min path at each step:
stage / startpoint / to / slack, ns
finish: Switches[6] / Leds[5] / 6.22
global route: Switches[1] / Leds[0] / 6.27
CTS: Switches[1] / Leds[0] / 6.23
cell usage after synthesis, types with 2 or more instances:
cell,number
nand2_1,19
nand3_1,4
nor4b_2,2
a31oi_1,5
nand3b_1,3
o21ai_0,5
inv_1,29
nor3_1,12
mux2i_1,3
a21o_1,7
a21oi_1,11
o21bai_1,2
fa_1,17
nor2_1,14
xnor2_1,5
ha_1,50
nor3b_1,2
a41oi_1,2
xor2_1,8
buf_6,2
nand4_1,4
o21a_1,4
o211ai_1,3
Power and IR drop assume default switching activity.
