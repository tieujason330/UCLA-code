--- flow/constraint.sdc ---
current_design fpcvt

set clk_period 9.2
set clk_io_pct 0.2

create_clock -name clk0 -period $clk_period

set non_clock_inputs [all_inputs -no_clocks]
set_input_delay [expr $clk_period * $clk_io_pct] -clock clk0 $non_clock_inputs
set_output_delay [expr $clk_period * $clk_io_pct] -clock clk0 [all_outputs]
--- flow/run.sh ---
#!/bin/bash
# OpenROAD 26Q1-2900-gdf79404cd8, Yosys 0.63+post, stock flow scripts
make -C /OpenROAD-flow-scripts/flow DESIGN_CONFIG=/design/flow/config.mk WORK_HOME=/design/flow/orfs finish
--- flow/config.mk ---
export PLATFORM = sky130hd
export DESIGN_NAME = fpcvt
export DESIGN_NICKNAME = fpcvt
export VERILOG_FILES = /design/flow/design.v
export SDC_FILE = /design/flow/constraint.sdc
export NUM_CORES = 4
export LEC_CHECK = 1
export CORE_AREA = 10 10 78 78
export DIE_AREA = 0 0 88 88
--- flow/design.v ---
`timescale 1ns / 1ps
module ExtractLeadingBits(NumLeadingZeros, Magnitude, Significand, FifthBit);
	input [3:0] NumLeadingZeros;
	input [11:0] Magnitude;
	output [3:0] Significand;
	output FifthBit;
	reg [11:0] shiftedMagnitude;
	reg [3:0] sig;
	reg fifth;
	always @*
	begin
		shiftedMagnitude = Magnitude << NumLeadingZeros;
		sig[3:0] = shiftedMagnitude[11:8];
		fifth = shiftedMagnitude[7];
	end
	assign Significand = sig;
	assign FifthBit = fifth;
endmodule
`timescale 1ns / 1ps
module Rounding(Exponent, Significand, FifthBit, E, F);
	input [2:0] Exponent;
	input [3:0] Significand;
	input FifthBit;
	output [2:0] E;
	output [3:0] F;
	reg overflowBit;
	reg [2:0] regE;
	reg [3:0] regF;
	always @*
	begin
		if( Significand[3:0] == 4'b1111 && FifthBit == 1'b1 )
		begin
			overflowBit = 1;
			regF[3:0] = 4'b1000;
		end
		else
		begin
			overflowBit = 0;
			regF[3:0] = Significand + FifthBit;
		end
		if( Exponent[2:0] == 3'b111 && overflowBit == 1'b1 )
		begin
			regE[2:0] = 3'b111;
			regF[3:0] = 4'b1111;
		end
		else
		begin
			regE[2:0] = Exponent + overflowBit;
		end
	end
	assign E = regE;
	assign F = regF;
endmodule
`timescale 1ns / 1ps
module Convert2CToSM(D, S, Magnitude);
	input [11:0] D;
	output S;
	output [11:0] Magnitude;
	reg [11:0] mag;
	always @*
	begin
		mag = (D ^ { 12{S} }) + S;
	end
	assign S = D[11];
	assign Magnitude = mag;
endmodule
`timescale 1ns / 1ps
module CountLeadingZeros(Magnitude, NumLeadingZeros, Exponent);
	input [11:0] Magnitude;
	output [3:0] NumLeadingZeros;
	output [2:0] Exponent;
	reg [3:0] leadingZeros;
	reg [2:0] exp;
	integer i;
	always @*
	begin
		leadingZeros = 12;
		if( Magnitude[11] == 1'b1 )
		begin
			leadingZeros = 0;
		end
		else if( Magnitude[10] == 1'b1 )
		begin
			leadingZeros = 1;
		end
		else if( Magnitude[9] == 1'b1 )
		begin
			leadingZeros = 2;
		end
		else if( Magnitude[8] == 1'b1 )
		begin
			leadingZeros = 3;
		end
		else if( Magnitude[7] == 1'b1 )
		begin
			leadingZeros = 4;
		end
		else if( Magnitude[6] == 1'b1 )
		begin
			leadingZeros = 5;
		end
		else if( Magnitude[5] == 1'b1 )
		begin
			leadingZeros = 6;
		end
		else if( Magnitude[4] == 1'b1 )
		begin
			leadingZeros = 7;
		end
		else if( Magnitude[3] == 1'b1 )
		begin
			leadingZeros = 8;
		end
		else if( Magnitude[2] == 1'b1 )
		begin
			leadingZeros = 9;
		end
		else if( Magnitude[1] == 1'b1 )
		begin
			leadingZeros = 10;
		end
		else if( Magnitude[0] == 1'b1 )
		begin
			leadingZeros = 11;
		end
		if( leadingZeros >= 8 )
		begin
			exp = 0;
		end
		else if( leadingZeros == 0 )
		begin
			exp = 7;
		end
		else
		begin
			exp = 8 - leadingZeros;
		end
	end
	assign NumLeadingZeros[3:0] = leadingZeros[3:0];
	assign Exponent[2:0] = exp[2:0];
endmodule
`timescale 1ns / 1ps
module fpcvt(D, S, E, F
    );
	input [11:0] D;
	output S;
	output [2:0] E;
	output [3:0] F;
	wire S;
	wire [2:0] E;
	wire [3:0] F;
	wire [11:0] Magnitude;
	wire [3:0] NumLeadingZeros;
	wire [2:0] Exponent;
	wire [3:0] Significand;
	wire FifthBit;
	Convert2CToSM m1(.D(D), .S(S), .Magnitude(Magnitude));
	CountLeadingZeros m2(.Magnitude(Magnitude), .NumLeadingZeros(NumLeadingZeros), .Exponent(Exponent));
	ExtractLeadingBits m3(.NumLeadingZeros(NumLeadingZeros), .Magnitude(Magnitude), .Significand(Significand), .FifthBit(FifthBit));
	Rounding m4(.Exponent(Exponent), .Significand(Significand), .FifthBit(FifthBit), .E(E), .F(F));
endmodule
==> flow_metrics.tcl <==
# flow metrics
set metrics [dict create \
    warnings 33 \
    hp-class "input port to primary output" \
    fp_util 0.337 \
    highest_layer "met3" \
    min_from "D[11]" \
    wl_per_cell_um 13.6 \
    fin_tns_setup_ns 0 \
    flops 0 \
    crit_slowest_cell "clkdlybuf4s50_1" \
    cp-start-kind "input port" \
    switching_share 0.489 \
    fin_util 0.390 \
    ctsHoldBuffers 0 \
    syn_area_per_cell_um2 7.05 \
    pwr_density_cell_nw_per_um2 80.5 \
    synthToLayoutAreaGrowth_pct 15.7 \
    grt_pass1_wl_um 6590 \
    register_area_um2 0 \
    diodes 0 \
    ir_drop_mv 0.0270 \
    critPathCaptureType "primary output" \
    yosysUniqueCellTypes 69 \
    drive_gt1_frac 0.116 \
    slew_headroom 0.657 \
    synth.most_common_cell "nand2_1" \
    fin_crit_sh 0.958 \
    die_h_um 88 \
    setup_viol 0 \
    min_period_ns 8.81 \
    antenna_left 0 \
    internal_power_uw 70.8 \
    power.switching_uw 67.7 \
    yosysTopAreaCellShare 0.0681 \
    total_power_uw 139 \
    drc 0 \
    grt_pass1_vias 1409 \
    dp_hpwl_um 3110 \
    power_frac_clock 0 \
    grt_max_degree 28 \
    cp.required_ns 7.36 \
    totalWireLength_um 3750 \
    ctsResizeCount 0 \
    path_cells "clkdlybuf4s50_1 > buf_4 > or4b_4 > o22ai_1 > and2_1 > mux2i_1 > o211a_1 > or2_1 > o21ai_0 > or3_1 > a21bo_2 > nand4_4 > inv_1 > ha_1 > ha_1 > xnor2_1 > o21ai_0 > clkdlybuf4s50_1" \
    crit_fanout 27 \
    dr.pass1.iters 4 \
    max_freq_mhz 114 \
    fillers 478 \
    dr_wl_met3_um 60 \
    finalHoldViolCount 0 \
    leakagePower_nw 0.673 \
    status "completed" \
    io_pins 20 \
    rsz0062_at_grt "no" \
    tightest_slew_ns 0.500 \
    seqPwrFrac 0 \
    synthTopCellsByCount "27 x nand2_1, 14 x o21ai_0, 13 x nor2_1, 10 x a21oi_1, 10 x xnor2_1" \
    gp_congestion 0.920 \
    drt-met1-wl_um 1950 \
    num_rows 24 \
    max_cap_viol_count 0 \
    ys_area_um2 1490 \
    synth_warnings 4 \
    combPwrFrac 1.000 \
    top_cells_by_area "nand2_1 6.8%, ha_1 6.7%, xnor2_1 5.9%" \
    cts_setup_buffers 0 \
    top_area_cell "nand2_1" \
    synth_area_um2 1490 \
    slowest_delay_ns 0.70 \
    worstPathArrival_ns 6.97 \
    gr-total-overflow 0 \
    synth.yosys.seq_area_share 0 \
    synthCells 211 \
    critPathLaunch "D[11]" \
    routed_via_density 5.64 \
    critical_path_class "input port to primary output" \
    ys_cells 211 \
    vias 1556 \
    antenna_found_initial 0 \
    die-width_um 88 \
    core_area_um2 4410 \
    grt_usage 0.0979 \
    die-area_um2 7740 \
    dr_wl_met2_um 1740 \
    drt_iter0_markers 126 \
    portBuffers 20 \
    clkbuf_count 0 \
    slew_violations 0 \
]
-- power groups by stage --
stage / combinational, mW / sequential [mW] / clock, mW
after CTS: 0.140 / 0 / 0
after global routing: 0.156 / 0 / 0
final: 0.139 / 0 / 0
-- final timing paths --
check	endpoint	slack, ns	cells past startpoint
min	S	5.04	3
max	E[2]	0.39	18
-- worst max-delay path: cells and delay by family --
family | cells | cell delay [ns]
buffers and inverters | 4 | 1.59
xor gates and xnor gates | 1 | 0.12
muxes | 1 | 0.49
adders and majority gates | 2 | 0.37
AOI/OAI and AO/OA | 5 | 0.95
and+or+nand+nor | 5 | 1.61
-- layer usage --
layer	global-route usage	up-vias
met5	0	-
met4	0	0
met3	0	0
met2	0.165	15
met1	0.145	715
li1	-	826
-- metrics by stage --
stage / hold slack, ns / worst slack [ns] / instance area, um2 / instances
after floorplan: 3.75 / 1.75 / 1490 / 211
after global placement: 5.02 / 0.471 / 1720 / 276
after detailed placement: 5.03 / 0.426 / 1720 / 276
after CTS: 5.03 / 0.405 / 1720 / 276
after global routing: 5.11 / 0.0240 / 1720 / 276
final: 5.04 / 0.390 / 1720 / 276
-- cell families after synthesis --
kind of cell | Yosys count | share of synthesized area
mux | 6 | 0.0479
simple gates | 91 | 0.348
xor+xnor | 15 | 0.103
fa+ha+maj | 8 | 0.0673
compound gates | 73 | 0.378
buf+inv | 18 | 0.0563
-- final cells by class --
type	instances	area [um2]	share of cell area
repair buffers	23	223	0.129
multi-input cells	193	1400	0.815
inverters	8	30.0	0.0174
well taps	52	65.1	0.0378
-- layout by cell type (no fill, tap or decap), drive strengths merged, types with 5 or more instances in the layout --
| cell | instances |
|---|---|
| nand2 | 27 |
| and3 | 5 |
| clkdlybuf4s50 | 20 |
| a21oi | 13 |
| xnor2 | 11 |
| nand3 | 7 |
| inv | 8 |
| o21ai | 17 |
| nor3 | 5 |
| or2 | 5 |
| nand2b | 5 |
| nor2 | 13 |
| ha | 8 |
No activity file was given, so power comes from the tool's default toggle rates.
