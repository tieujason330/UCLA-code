$ cat run.sh
#!/bin/bash
# OpenROAD 26Q1-2900-gdf79404cd8, Yosys 0.63+post, stock flow scripts
make -C /OpenROAD-flow-scripts/flow DESIGN_CONFIG=/design/flow/config.mk WORK_HOME=/design/flow/orfs finish
$ cat config.mk
export PLATFORM = sky130hd
export DESIGN_NAME = Main
export DESIGN_NICKNAME = Main
export VERILOG_FILES = /design/flow/design.v
export SDC_FILE = /design/flow/constraint.sdc
export NUM_CORES = 4
export LEC_CHECK = 1
export CORE_UTILIZATION = 50
$ cat design.v
`timescale 1ns / 1ps
module ClockSplitter(
    input MasterClock,
    input Reset,
    output reg NormalClock,
    output reg AdjustClock,
    output reg FasterClock,
    output reg BlinkClock
    );
	parameter normalFlipTime = 50000000;  
	parameter adjustFlipTime = 25000000;  
	parameter fastFlipTime = 250000;  
	parameter blinkFlipTime = 12500000;  
	reg	[31:0] normalCtr;
	reg	[31:0] adjCtr;
	reg	[31:0] fastCtr;
	reg	[31:0] blinkCtr;
	initial
	begin
		normalCtr = 0;
		adjCtr = 0;
		fastCtr = 0;
		blinkCtr = 0;
	end
	always @ (posedge MasterClock, posedge Reset)
	begin
		if( Reset )
		begin
			normalCtr = 0;
			NormalClock = 0;
			adjCtr = 0;
			AdjustClock = 0;
			fastCtr = 0;
			FasterClock = 0;
			blinkCtr = 0;
			BlinkClock = 0;
		end
		else
		begin
			normalCtr = normalCtr + 1;
			adjCtr = adjCtr + 1;
			fastCtr = fastCtr + 1;
			blinkCtr = blinkCtr + 1;
			if( normalCtr == normalFlipTime )
			begin
				NormalClock = 1;
			end
			if( normalCtr == normalFlipTime * 2 )
			begin
				NormalClock = 0;
				normalCtr = 0;
			end
			if( adjCtr == adjustFlipTime )
			begin
				AdjustClock = 1;
			end
			if( adjCtr == adjustFlipTime * 2 )
			begin
				AdjustClock = 0;
				adjCtr = 0;
			end
			if( fastCtr == fastFlipTime )
			begin
				FasterClock = 1;
			end
			if( fastCtr == fastFlipTime * 2 )
			begin
				FasterClock = 0;
				fastCtr = 0;
			end
			if( blinkCtr == blinkFlipTime )
			begin
				BlinkClock = 1;
			end
			if( blinkCtr == blinkFlipTime * 2 )
			begin
				BlinkClock = 0;
				blinkCtr = 0;
			end
		end
	end
endmodule
`timescale 1ns / 1ps
module CounterModule(
    input Clock,
    input Reset,
	 input Select,
	 input Adjust,
    output [2:0] MinutesTens,
    output [3:0] MinutesOnes,
    output [2:0] SecondsTens,
    output [3:0] SecondsOnes
    );
	reg [2:0] minTensReg;
	reg [3:0] minOnesReg;
	reg [2:0] secTensReg;
	reg [3:0] secOnesReg;
	always @ (posedge Clock, posedge Reset)
	begin
		if( Reset == 1 )  
		begin
			minTensReg = 0;
			minOnesReg = 0;
			secOnesReg = 0;
			secTensReg = 0;
		end
		else  
		begin
			if( Adjust == 1 )
			begin
				if( Select == 0 )  
				begin
					if( minOnesReg == 9 )  
					begin
						minOnesReg = 0;
						if( minTensReg == 5 )  
						begin
							minTensReg = 0;
						end
						else
						begin
							minTensReg = minTensReg + 1;
						end
					end
					else
					begin
						minOnesReg = minOnesReg + 1;
					end
				end
				else
				begin  
					if( secOnesReg == 9 )  
					begin
						secOnesReg = 0;
						if( secTensReg == 5 )  
						begin
							secTensReg = 0;
						end
						else
						begin
							secTensReg = secTensReg + 1;
						end
					end
					else
					begin
						secOnesReg = secOnesReg + 1;
					end
				end
			end
			else  
			begin
				if( secOnesReg == 9 )  
				begin
					secOnesReg = 0;
					if( secTensReg == 5 )  
					begin
						secTensReg = 0;
						if( minOnesReg == 9 )  
						begin
							minOnesReg = 0;
							if( minTensReg == 5 )  
							begin
								minTensReg = 0;
							end
							else
							begin
								minTensReg = minTensReg + 1;
							end
						end
						else
						begin
							minOnesReg = minOnesReg + 1;
						end
					end
					else
					begin
						secTensReg = secTensReg + 1;
					end
				end
				else
				begin
					secOnesReg = secOnesReg + 1;
				end
			end
		end
	end
	assign MinutesOnes = minOnesReg;
	assign MinutesTens = minTensReg;
	assign SecondsOnes = secOnesReg;
	assign SecondsTens = secTensReg;
endmodule
`timescale 1ns / 1ps
module Debouncer(
    input FasterClock,
    input PauseIn,
    input AdjustIn,
    input SelectIn,
    output reg PauseOut,
    output reg AdjustOut,
    output reg SelectOut
    );
	always @ (posedge FasterClock)
	begin
		PauseOut = PauseIn;
		AdjustOut = AdjustIn;
		SelectOut = SelectIn;
	end
endmodule
`timescale 1ns / 1ps
module Main(
    input MasterClock,
    input Pause,
	 input Select,
    input Adjust,
    input Reset,
    output [2:0] MinTens,
    output [3:0] MinOnes,
    output [2:0] SecTens,
    output [3:0] SecOnes,
    output [3:0] An,
    output [7:0] C,
	 output [7:0] Led
    );
	wire NormalClock, AdjustClock, FasterClock, BlinkClock;
	wire DebouncedPause, DebouncedAdjust, DebouncedSelect;
	wire Clock;  
	wire Adjusting;
	ClockSplitter m1(.MasterClock(MasterClock),.Reset(Reset),.NormalClock(NormalClock),.AdjustClock(AdjustClock),.FasterClock(FasterClock),.BlinkClock(BlinkClock));
	Debouncer m2(.FasterClock(FasterClock),.PauseIn(Pause),.AdjustIn(Adjust),.SelectIn(Select),.PauseOut(DebouncedPause),.AdjustOut(DebouncedAdjust),.SelectOut(DebouncedSelect));
	StateMachineModule m3(.MasterClock(MasterClock),.Pause(DebouncedPause),.Adjust(DebouncedAdjust),.Reset(Reset),.NormalClock(NormalClock),.AdjustClock(AdjustClock),.Clock(Clock),.Adjusting(Adjusting));
	CounterModule m4(.Clock(Clock),.Reset(Reset),.Select(DebouncedSelect),.Adjust(DebouncedAdjust),.MinutesTens(MinTens),.MinutesOnes(MinOnes),.SecondsTens(SecTens),.SecondsOnes(SecOnes));
	SevenSegmentDisplay m5(.Clock(FasterClock),.BlinkClock(BlinkClock),.Reset(Reset),.Adjusting(Adjusting),.Select(DebouncedSelect),.MinutesTens(MinTens),.MinutesOnes(MinOnes),.SecondsTens(SecTens),.SecondsOnes(SecOnes),.Anodes(An),.Cathodes(C));
	assign Led = 0;
endmodule
`timescale 1ns / 1ps
module SevenSegmentDisplay(
    input Clock,
    input BlinkClock,
    input Reset,
	 input Adjusting,
	 input Select,
    input [2:0] MinutesTens,
    input [3:0] MinutesOnes,
    input [2:0] SecondsTens,
    input [3:0] SecondsOnes,
    output [3:0] Anodes,
    output [7:0] Cathodes
    );
	reg [1:0] anodeIndex;
	reg [3:0] valueToDisplay;
	reg [3:0] anodeReg;
	reg [7:0] cathodeReg;
	always @ (posedge Clock, posedge Reset)
	begin
		if( Reset )
		begin
			anodeIndex = 0;
			valueToDisplay = 0;
			anodeReg = 4'b0000;
			cathodeReg = 8'b10110110;
		end
		else
		begin
			if( anodeIndex == 3 )
			begin
				anodeReg = 4'b0111;
				valueToDisplay[3] = 0;
				valueToDisplay[2:0] = MinutesTens[2:0];
			end
			if( anodeIndex == 2 )
			begin
				anodeReg = 4'b1011;
				valueToDisplay[3:0] = MinutesOnes[3:0];
			end
			if( anodeIndex == 1 )
			begin
				anodeReg = 4'b1101;
				valueToDisplay[3] = 0;
				valueToDisplay[2:0] = SecondsTens[2:0];
			end
			if( anodeIndex == 0 )
			begin
				anodeReg = 4'b1110;
				valueToDisplay[3:0] = SecondsOnes[3:0];
			end
			if(valueToDisplay == 0)
			begin
				cathodeReg = 8'b11000000;
			end
			if(valueToDisplay == 1)
			begin
				cathodeReg = 8'b11111001;
			end
			if(valueToDisplay == 2)
			begin
				cathodeReg = 8'b10100100;
			end
			if(valueToDisplay == 3)
			begin
				cathodeReg = 8'b10110000;
			end
			if(valueToDisplay == 4)
			begin
				cathodeReg = 8'b10011001;
			end
			if(valueToDisplay == 5)
			begin
				cathodeReg = 8'b10010010;
			end
			if(valueToDisplay == 6)
			begin
				cathodeReg = 8'b10000010;
			end
			if(valueToDisplay == 7)
			begin
				cathodeReg = 8'b11111000;
			end
			if(valueToDisplay == 8)
			begin
				cathodeReg = 8'b10000000;
			end
			if(valueToDisplay == 9)
			begin
				 cathodeReg = 8'b10010000;
			end
			if(valueToDisplay > 9)
			begin
				cathodeReg = 8'b10110110;  
			end
			if( BlinkClock == 1 && Adjusting == 1 )  
			begin
				if( Select == 0 )
				begin
					anodeReg[3:2] = 2'b11;
				end
				else
				begin
					anodeReg[1:0] = 2'b11;
				end
			end
			if( anodeIndex == 3 )
			begin
				anodeIndex = 0;
			end
			else
			begin
				anodeIndex = anodeIndex + 1;
			end
		end
	end
	assign Anodes = anodeReg;
	assign Cathodes = cathodeReg;
endmodule
`timescale 1ns / 1ps
module StateMachineModule(
	 input MasterClock,
    input Pause,
    input Adjust,
    input Reset,
    input NormalClock,
    input AdjustClock,
    output Clock,
	 output Adjusting
    );
	 reg [2:0]	State;
	 reg ClockReg;
	 reg pausing;
	 reg unpausing;
	 reg isAdjusting;
	 initial
	 begin
		State = 0;
		ClockReg = 0;
		pausing = 0;
		unpausing = 0;
	end
	always @ (posedge MasterClock)
	begin
		if( Reset )
		begin
			State = 2;
			ClockReg = 1;
			pausing = 0;
			unpausing = 0;
		end
		else
		begin
			ClockReg = 0;
			if( State == 0 )  
			begin
				isAdjusting = 0;
				if( pausing == 1 && Pause == 0 )  
				begin
					pausing = 0;
					ClockReg = 0;
					State = 1;
				end
				else
				begin
					if( Pause == 1 ) 
					begin
						pausing = 1;
					end
					if( Adjust == 1 )  
					begin
						isAdjusting = 1;
						ClockReg = AdjustClock;
						State = 3;
					end
					else  
					begin
						ClockReg = NormalClock;
						State = 0;
					end
				end
			end
			else
			begin
				if( State == 1 )  
				begin
					isAdjusting = 0;
					if( unpausing && Pause == 0 )  
					begin
						unpausing = 0;
						State = 0;
						ClockReg = NormalClock;
					end
					else  
					begin
						State = 1;
						ClockReg = 0;
						if( Pause == 1 )
						begin
							unpausing = 1;
						end
					end
				end
				else
				begin
					if( State == 2 )  
					begin
						isAdjusting = 0;
						ClockReg = 0;
						State = 0;  
					end
					else
					begin
						if( State == 3 )  
						begin
							isAdjusting = 1;
							if( Adjust == 0 )  
							begin
								ClockReg = NormalClock;
								State = 0;
							end
							else
							begin
								if( pausing && Pause == 0 )  
								begin
									ClockReg = 0;
									State = 4;
									pausing = 0;
								end
								else  
								begin
									ClockReg = AdjustClock;
									State = 3;
								end
								if( Pause == 1 )
								begin
									pausing = 1;
								end
							end
						end
						else
						begin
							if( State == 4 )  
							begin
								isAdjusting = 0;
								if( unpausing && Pause == 0 )
								begin
									unpausing = 0;
									ClockReg = AdjustClock;
									State = 3;
								end
								else  
								begin
									ClockReg = 0;
									State = 4;
									if( Pause == 1 )
									begin
										unpausing = 1;
									end
								end
							end
							else
							begin  
								State = 2;
								ClockReg = 1;
								pausing = 0;
								unpausing = 0;
							end
						end
					end
				end
			end
		end
	end
	assign Clock = ClockReg;
	assign Adjusting = isAdjusting;
endmodule
$ cat constraint.sdc
current_design Main

set clk_period 7.8
set clk_io_pct 0.2

create_clock -name clk0 -period $clk_period [get_ports {MasterClock}]

set non_clock_inputs [all_inputs -no_clocks]
set_input_delay [expr $clk_period * $clk_io_pct] -clock clk0 $non_clock_inputs
set_output_delay [expr $clk_period * $clk_io_pct] -clock clk0 [all_outputs]
==> notes.md <==
Item: results of the latest flow run.

- The critical path startpoint category is a flip-flop.
- The flow reported a cell area power density of 156 nW/um2.
- Of the total power, the clock network draws 0.531.
- Entering global routing, the biggest net connects 60 pins.
- From bottom edge to top edge, the die measures 139 um.
- The CTS report gives the tree buffer count as 17.
- The count of unclocked register or latch pins is 34.
- The global-route wire length before repair is 32.0 mm.
- The number of unconstrained endpoints is 59.
- The chip footprint is 19300 um2.
- The critical path endpoint category is a flip-flop.
- At the end of the flow the core is filled with cells to 0.571.
- For this sky-water flow run, the detailed-routed wirelength per cell is reported as 14.9 um.
- The clock passes through at most 2 buffers.
- The achievable frequency is 288 MHz.
- The clock arrives with 0.0108 ns of skew.
- The master cell of the clock root buffer is clkbuf_16.
- The worst slack after detailed placement is 4.33 ns.
- By instance count after routing, the leading logic cell types are dfrtp_1, nor2_1, xnor2_1, nand2_1, nand3_1.
- The most numerous cell on the critical path is nor2_1.
- Summing over the stages, the warning tally comes to 32.
- The yosys cell count is 984.
- The power dissipated by switching net loads is 0.000359 W.
- The total overflow left after global routing is 0.
- Summed over all cells, the static leakage comes to 4.48 nW.
- In the power breakdown, the internal column shows 0.00125 W.
- Per the final report, max-transition violations number 0.
- In this run the register-to-register setup slack is 4.33 ns.
- Post-CTS timing repair inserted 0 buffers for setup.
- The data required time of the worst path is 8.07 ns.
- After detailed routing, the number of vias per cell comes to 5.54.
- The flow ran to the end, and the final reports show no timing, DRC or antenna violations.
- The violation tally recorded at the end of detailed-routing iteration 0 is 391.
- The floorplan row count is 49.
- The part of the Yosys area used for sequential elements is 0.459.
- The library cell used most frequently in the layout, excluding fill and tap cells, is dfrtp_1.
- The yosys stat chip area is 9360 um2.
- Measured against the total synthesized area, the mux share comes to 0.00989.
- The xor-xnor portion of the synthesized cell area is 0.144.
- The worst-case hold slack is 0.467 ns.
- The sum of internal, switching and leakage power is 0.00161 W.
- The count of hold-fix buffers inserted at cts is 0.
- The highest ir drop seen on vdd is 0.146 mV.
- The antenna diode count is 0.
- Of all cell types, the one taking the most synthesized area is dfrtp_1.
- Per the STA report, the cell with the highest stage delay on the worst path is nor4b_4.
- The number of distinct library cells after synthesis is 69.
- After layout, the minimum clock period comes to 3.47 ns.
- The max-capacitance violation count is 0.
- The mapped netlist covers 9360 um2.
- Once detail routing completed, the nets flagged for antenna violations numbered 0.
- The clock transition at the registers of the reported paths is 0.06 ns.
- The number of I/O port buffers is 29.
- The cell sequence reported for the critical path is ha_1, nand4_1, nor2_1, or3_1, a211o_1, or4_1, a2111o_1, nor4b_4, nor2_1.
- The area fraction of the largest cell type after synthesis is 0.425.
- The number of warnings reported in the yosys synthesis log is 5.
- The horizontal die dimension is 139 um.
- The layout summary lists the proportion of cells stronger than drive strength 1 as 0.0673.
- The category of the most critical setup path is reg -> reg.
- The largest driver fanout on the critical path is 15.
- The detailed-router iteration count before antenna repair is 21.
- The area of the core is 18100 um2.
- The flow measured a signed area growth from synthesis to layout of 10.7%.
- The initial cell density of the core is 0.516.
- The script computed the net switching share of total power as 0.223.
- Yosys mapped a number of flops with a built-in enable equal to 1.
- Per the gpl log, the routability congestion estimate is 0.870.
- In this run, the synthesized area fraction spent on and/or/nand/nor cells is recorded as 0.271.
- The post-cts repair resize count is 0.
- The initial antenna violation count was 0.
- The part of the total power dissipated in sequential elements is 0.453.
- The last timing report of the flow puts the setup violation total at 0.
- At the pin with the least slew margin, the transition time is 0.823 ns.
- The via count of the first global-routing pass was 6460.
- The later pin in the worst-skew pair is clocked with a latency of 0.42 ns.
- The routed layout has 6865 vias.
- Each instance of the synthesized netlist takes up on average 9.51 um2.
- The final timing summary puts the cycle share of the worst path at 0.445.
- The dominant register cell in the synthesized netlist is dfrtp_1.
- In this run the count of I/O pins placed on the die edge is 39.
- The combinational family with the most area after synthesis is simple AND/OR/NAND/NOR gates.
- Per the synthesis report, the AND-OR/OR-AND share of the synthesized area is 0.0592.
- The post-route worst setup slack is 4.33 ns.
- The combinational share of power is 0.017.
- Ranked by total cell area, the synthesized netlist is headed by dfrtp_1, xnor2_1, xor2_1, nor2_1, nand3_1.
- The deepest level of the CTS H-tree is 4.
- The cell-mix breakdown from Yosys lists the adder-cell area share as 0.0160.
- The worst slew margin relative to its limit is 0.449.
- The synthesized instance count is 984.
- The final-layout setup total negative slack is 0 ns.
- The TritonCTS clock tree is built.
- The number of design rule violations left after detail routing is 0.
- Counting endpoints that fail hold in the final report gives 0.
- Counting flops and latches in the post-synthesis netlist gives 173.
- The delay of the slowest cell on the worst path is 0.75 ns.
- The data arrival time of the critical path is 3.74 ns.
- After synthesis, the share of flip-flops with an asynchronous set or reset is 0.942.
- The total wire length is 18.4 mm.
- Setup repair after global routing left no endpoint under its margin.
- The path class of the tightest hold or removal check is reg -> reg.
- The post-detailed-placement half-perimeter wirelength is 12.9 mm.
- Total global-route track usage over all layers is 0.210.
==> worst max-delay path: cells and delay by family (launching register included) <==
family / cells / cell delay (ns)
AOI/OAI and AO/OA: 2 / 0.73
adders and majority gates: 1 / 0.31
DFF: 1 / 0.42
and+or+nand+nor: 6 / 1.86
==> registers in the layout, indices dropped and copies added (netlist names), 4 cells and up <==
signal             cells
m1.adjCtr             32
m1.blinkCtr           32
m1.fastCtr            32
m1.normalCtr          32
m5.cathodeReg          7
m4.minOnesReg          4
m4.secOnesReg          4
m5.anodeReg            4
m5.valueToDisplay      4
==> power by group through the flow <==
stage | logic [W] | registers, W | clock network [W]
CTS | 0.0000293 | 0.000730 | 0.000874
global route | 0.0000333 | 0.000730 | 0.000909
finish | 0.0000272 | 0.000730 | 0.000856
==> area by class of cell <==
class	count	area [um2]
flip-flops and latches	173	4290
well taps	229	287
repair buffers	36	343
multi-input cells	744	4720
clock inverters	13	180
clock buffers	19	443
fillers	1559	7780
inverters	25	98.8
==> path summary, 6_finish.rpt <==
check	from	end	cells past startpoint
setup / recovery	m1.adjCtr[0]	m1.adjCtr[21]	9
hold / removal	m1.normalCtr[31]	m1.normalCtr[31]	1
setup reg to reg	m1.adjCtr[0]	m1.adjCtr[21]	9
hold reg to reg	m1.normalCtr[31]	m1.normalCtr[31]	1
max in group asynchronous	Reset	m1.blinkCtr[27]	3
min in group asynchronous	Reset	m1.normalCtr[24]	2
==> synthesized netlist by cell type, types with 7 or more instances <==
cell	number
inv_1	25
or3_1	10
nand4_1	39
xor2_1	62
nand2_1	82
xnor2_1	92
nor3_1	39
o21ai_0	17
buf_4	12
mux2i_1	7
buf_2	10
ha_1	12
nor4_1	17
nor2_1	113
dfrtp_1	159
and4_1	16
nor2b_1	13
and3_1	18
a21oi_1	21
clkbuf_1	17
nand3_1	68
a31oi_1	13
dfxtp_1	9
nor3b_1	8
==> cell families after synthesis <==
logic type | after synthesis
simple gates | 473
flops | 173
xor+xnor | 154
compound gates | 87
buf+inv | 74
fa+ha+maj | 12
mux | 9
other cells | 2
==> layer usage <==
layer,global-route usage,vias to the layer above,wire length [um]
met5,0,-,0
met4,0.0222,0,180
met3,0.0419,9,809
met2,0.295,134,7760
met1,0.364,3261,9690
li1,-,3461,-
==> per-stage QoR <==
stage / cells / instance area [um2]
floorplan: 991 / 9390
global placement: 1207 / 9740
detailed placement: 1207 / 9740
CTS: 1239 / 10400
global route: 1239 / 10400
finish: 1239 / 10400
Power is estimated from default activity; no workload was simulated.
